==> flow/design.v <==
module reg_file (
input clk_i,
input rst_ni,
input rw_en_i,
input [4:0] r1_addr_i,
input [4:0] r2_addr_i,
input [4:0] w_addr_i,
input [31:0] w_data_i,
output reg [31:0] r1_data_o,
output reg [31:0] r2_data_o
);
reg [31:0] registers [31:0];
integer i;
always @(posedge clk_i) begin 
    if(!rst_ni) begin
        for(i =0; i<32; i=i+1) begin
            registers[i] <= 0;
        end
    end else if (rw_en_i && w_addr_i != 0) begin
        registers[w_addr_i] <= w_data_i;
    end
end
always @(*) begin 
    r1_data_o = registers[r1_addr_i];
    r2_data_o = registers[r2_addr_i];
end
endmodule
==> flow/run.sh <==
#!/bin/bash
# OpenROAD 26Q1-2900-gdf79404cd8, Yosys 0.63+post, stock flow scripts
make -C /OpenROAD-flow-scripts/flow DESIGN_CONFIG=/design/flow/config.mk WORK_HOME=/design/flow/orfs finish
==> flow/config.mk <==
export PLATFORM = sky130hd
export DESIGN_NAME = reg_file
export DESIGN_NICKNAME = reg_file
export VERILOG_FILES = /design/flow/design.v
export SDC_FILE = /design/flow/constraint.sdc
export NUM_CORES = 4
export LEC_CHECK = 1
export CORE_UTILIZATION = 50
==> flow/constraint.sdc <==
current_design reg_file

set clk_period 19.2
set clk_io_pct 0.2

create_clock -name clk0 -period $clk_period [get_ports {clk_i}]

set non_clock_inputs [all_inputs -no_clocks]
set_input_delay [expr $clk_period * $clk_io_pct] -clock clk0 $non_clock_inputs
set_output_delay [expr $clk_period * $clk_io_pct] -clock clk0 [all_outputs]
==> impl_metrics.json <==
{
  "outcome": "finished clean",
  "enable_flop_cells": 1024,
  "yosys_most_used_dff": "edfxtp_1",
  "dr_drc_count": 0,
  "grt_setup_unrepaired": "false",
  "timing.critical_path.from_type": "primary input",
  "timing_worst_slew_pin_value_ns": 1.032,
  "post_layout_period_usage_of_the_worst_path_pct": 64.45,
  "antenna_left": 0,
  "ys_sh_adder_pct": 0,
  "setup_viol": 0,
  "post-route-util_pct": 56.48,
  "maxCapViolCount": 0,
  "power_switching_mw": 1.374,
  "max_slew_margin_pct": 30.92,
  "ys_warn_count": 1,
  "leakage_nw": 24.17,
  "mappedNetlistArea_mm2": 0.05572,
  "totalWireLength_um": 191200,
  "critPathCaptureType": "output pin",
  "min_delay_startpoint": "rst_ni",
  "synth_flop_count": 1024,
  "final-max-slew-violation-count": 0,
  "vdd.ir_drop.worst_v": 0.00008245,
  "floorplan.core_util_pct": 50.41,
  "detail_route.first_pass.iterations": 5,
  "aoi_share_pct": 7.321,
  "post_synth.cell_area_avg_um2": 12.09,
  "wire_length_of_the_first_global_routing_pass_um": 272200,
  "mean_number_of_vias_per_cell": 6.133,
  "cts_tree": "built",
  "ys_sh_simple_pct": 15.38,
  "yosys-dominant-comb-family": "multiplexers",
  "critPathArrivalTime_ns": 8.53,
  "post_synth_num_cell_types": 32,
  "num_io_pins": 114,
  "top_register": "registers",
  "syn-instance-count": 4609,
  "min_path_type": "primary input to register",
  "netlist.top_cell.by_area": "edfxtp_1",
  "post_cts_buffers": 0,
  "share_clk_of_total_power_pct": 39.9,
  "synth_largest_type_area_fraction_pct": 55.19,
  "combinationalPowerShare_pct": 11.8,
  "port-buffer-count": 113,
  "coreArea_mm2": 0.1105,
  "via_count_of_the_first_global_routing_pass": 38270,
  "clock_sink_count": 1024,
  "detailedRoute.firstIterationViolations": 2443,
  "max_freq_mhz": 80.82,
  "clock-root-buffer": "clkbuf_16",
  "post_route_cells_drive_above_1_share_pct": 8.876,
  "final_period_minus_worst_setup_slack_ns": 12.37,
  "synthXorXnorAreaFrac_pct": 0,
  "cts_max_level": 3,
  "pwr-share-seq_pct": 48.3,
  "log.warning_count": 26,
  "required_ns": 15.36,
  "grt.overflow.total": 0,
  "largest_cells_by_area_after_synthesis": "edfxtp_1 55%, mux2i_1 18%, and2_1 11%, a22oi_1 2.6%, a22o_1 2.0%",
  "die.size.y_um": 335.8,
  "hold_violations": 0,
  "switching_share_pct": 25.10,
  "antenna_found_initial": 7,
  "detailedPlace.worstSlack_ns": 6.923,
  "floorplan.rows": 122,
  "cts.repair.resized": 0,
  "place.gp.congestion": 0.8892,
  "cts_inserted_buffers": 116,
  "synth-area-yosys_mm2": 0.05572,
  "largest_register_ff_count": 1024,
  "synth_async_sr_flop_share_pct": 0,
  "floorplan.die_area_mm2": 0.1128,
  "most-common-layout-cells": "1024 x mux2i_1, 1024 x edfxtp_1, 992 x and2_1, 194 x nand2_1, 193 x nand3_1",
  "drt-wirelength-per-cell_um": 30.89,
  "detailedPlacementHpwl_um": 109300,
  "number_of_hold_repair_buffers_added_at_the_cts_stage": 0,
  "number_of_cells_in_yosys_stat": 4609,
  "crit_fanout": 86,
  "intPower_mw": 4.101,
  "grt_util_all_layers_pct": 37.03,
  "clock_tree.buffer_depth": 3,
  "post_route_hold_slack_ns": 3.942,
  "largestRegisters": "registers (1024)",
  "via_count": 37970,
  "pin_count_of_the_biggest_net_entering_global_routing": 91,
  "clk_transition_reported_paths_ns": 0.06,
  "floorplan.die.width_um": 335.8,
  "fin_ws_ns": 6.826,
  "area_growth_from_synthesis_to_final_layout_pct": 12.03,
  "proportion_of_synthesized_chip_area_in_sequential_cells_pct": 55.19,
  "mux_share_pct": 18.40,
  "hold_path_end": "registers[19][31]$_SDFFCE_PN0P_",
  "holdPathStages": 3,
  "final.setup.tns_ns": 0,
  "p_per_area_mw_per_mm2": 87.71,
  "crit_type": "primary input to output pin"
}
==> synthesized netlist by cell type (all sizes together), types with 31 or more instances <==
cell	count
edfxtp	1024
clkbuf	272
and2	994
a21oi	192
buf	178
nor3	64
nand2	197
a31oi	64
nor2	35
a22o	128
o21ai	31
mux2i	1024
a22oi	192
nand3	193
==> per-layer routing <==
layer | track usage [%] | vias up | wire, um
met1 | 50.78 | 18400 | 71090
met4 | 11.33 | 8 | 7363
met2 | 52.27 | 2238 | 84800
met3 | 21.81 | 437 | 27860
met5 | 0.8511 | - | 95
li1 | - | 16890 | -
==> critical path, stage by stage <==
cell and delay (ns):
buf_8 0.50, buf_12 0.55, buf_4 0.61, buf_4 0.67
buf_4 0.60, mux2i_1 0.28, a22o_1 0.15, nor3_1 0.05
a31oi_1 0.28, nand3_1 0.24, clkdlybuf4s50_1 0.48
==> worst max-delay path by stage <==
| stage | cells after the start | to | slack (ns) | start |
|---|---|---|---|---|
| 4_1_cts | 11 | r1_data_o[0] | 6.91 | r1_addr_i[1] |
| 5_1_grt | 11 | r2_data_o[31] | 6.67 | r2_addr_i[1] |
| 6_report | 11 | r2_data_o[31] | 6.83 | r2_addr_i[1] |
==> power groups by stage <==
stage	Sequential [mW]	Clock, mW	Combinational [mW]
5_1_grt	2.66	2.29	0.681
4_1_cts	2.64	2.21	0.637
6_report	2.64	2.19	0.645
==> stage by stage <==
stage | total power [mW] | cells | instance area, um2
5_1_grt | 5.628 | 6175 | 62380
3_3_place_gp | 3.319 | 5963 | 58690
3_5_place_dp | 3.323 | 5963 | 58690
4_1_cts | 5.488 | 6175 | 62380
6_report | 5.475 | 6190 | 62420
2_1_floorplan | 3.053 | 4640 | 55830
==> layout make-up <==
| cell class | instances | area [um2] |
|---|---|---|
| timing repair buffer | 285 | 2465 |
| clock buffer | 141 | 3060 |
| fill | 8982 | 48100 |
| tap | 1488 | 1862 |
| antenna | 15 | 37.54 |
| sequential | 1024 | 30750 |
| inverter | 1 | 3.754 |
| clock inverter | 71 | 629.4 |
| multi-input combinational | 3165 | 23610 |
==> kinds of logic (layout without fill, tap and decap cells) <==
family,count (synthesis),in the layout
AND-OR/OR-AND,607,607
buffers and inverters,451,498
flip-flops,1024,1024
multiplexers,1024,1024
other,1,47
AND/OR/NAND/NOR,1502,1502
Power figures rest on the tool's default switching activity, not on a simulated workload.
