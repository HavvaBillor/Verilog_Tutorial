<file path="flow/run.sh">
#!/bin/bash
# OpenROAD 26Q1-2900-gdf79404cd8, Yosys 0.63+post, stock flow scripts
make -C /OpenROAD-flow-scripts/flow DESIGN_CONFIG=/design/flow/config.mk WORK_HOME=/design/flow/orfs finish
</file>
<file path="flow/config.mk">
export PLATFORM = sky130hd
export DESIGN_NAME = adder
export DESIGN_NICKNAME = adder
export VERILOG_FILES = /design/flow/design.v
export SDC_FILE = /design/flow/constraint.sdc
export NUM_CORES = 4
export LEC_CHECK = 1
export CORE_AREA = 10 10 108 108
export DIE_AREA = 0 0 118 118
</file>
<file path="flow/constraint.sdc">
current_design adder

set clk_period 4.4
set clk_io_pct 0.2

create_clock -name clk0 -period $clk_period

set non_clock_inputs [all_inputs -no_clocks]
set_input_delay [expr $clk_period * $clk_io_pct] -clock clk0 $non_clock_inputs
set_output_delay [expr $clk_period * $clk_io_pct] -clock clk0 [all_outputs]
</file>
<file path="flow/design.v">
module adder(
    input [8-1:0] a,b,
    output reg [8-1:0] y
);
reg [8-1:0] temp;
always @(*) begin 
    temp = a*b; 
    y = a + temp; 
end
endmodule
</file>
==> results.ini <==
[grt]
antenna_found_initial=0
grt_start_max_net_pins=8
grt_pass1_vias=961
grt-ovfl-total=0
grt_usage_pct=3.98
grt_pass1_wl_um=4690

[finish]
fill_cells=1054
regArea_um2=0
n_clock_buffer=0
drive_above_1_share_pct=39.3
flops=0
final_cells=292
mostFrequentLayoutCell=inv_1
post-route-util_pct=18.1
lay_top_cells=25 x inv_1, 17 x nand2_1, 14 x fa_1, 14 x buf_4, 13 x xnor2_1
syn2layout_area_growth_pct=60.7
postLayoutCellArea_um2=1680

[drt]
num_antenna_cells=0
drt_iter0_drc=29
vias_per_cell=2.84
dr.pass1.iters=3
drcViolationCount=0
wl_per_cell_um=8.52
vias=830
wirelength_um=2490
ant_nets=0

[floorplanning]
dieWidth_um=118
row_count=35
die-area_um2=13900
fp_util_pct=11.3
ios=24
die_y_um=118
design.core.area_um2=9280

[sta]
setup_viol=4
max_freq_ghz=0.210
hold_viol=0
max_slew_margin_pct=83.3
rsz0062_at_grt=true
setup_slack_ns=-0.373
slew_viol_final=0
finalClockPeriodUsage_pct=108
min_period_ns=4.77
max_slew.worst_pin.slew_ns=0.249

[min_path]
hold_class=in -> out

[placement]
port_buffers=24
place_ws_ns=-1.34
dpl.cell_count=291
place_congestion=0.786
placed_cell_area_um2=1620
hpwl_um=2390

[critical_path]
cp_data_arrival_time_ns=3.89
crit_type=in -> out
endpoint_kind=output pin
cp.required_ns=3.52
cp_max_fo=3
cp-start-kind=input port

[pwr]
leakage_nw=0.780
switching_share_pct=42.8
pwr-share-clk_pct=0
p_switching_mw=0.212
p_per_area_nw_per_um2=295
combPwrFrac_pct=100.0
seqPwrFrac_pct=0
peakVddDrop_mv=0.0747
power.internal_mw=0.284

[logic_synthesis]
synth.top_cell.area_share_pct=34.4
top_cells_by_area=fa_1 34%, ha_1 19%, xnor2_1 13%
synthDistinctLibCells=12
yosysWarnings=1
syn_area_per_cell_um2=8.31
postSynthSeqShare_pct=0
synth_area_um2=1050
ys_cells=126
yosys.area.top_type=fa_1
ys_area_um2=1050
syn_inst=126

[job]
cap_violations=0
warnings=35

[outcome]
violations=negative setup slack
status=finished, violations left

per-stage QoR:
step	setup TNS, ns	hold slack, ns	total power, mW
after global placement	-4.89	3.04	0.516
after global routing	-1.40	2.59	0.575
after CTS	-1.34	2.62	0.494
final	-0.881	2.48	0.496
after detailed placement	-4.96	3.06	0.518
after floorplan	-0.0562	1.86	0.269
worst max-delay path, cell delays in order:
cell	delay, ns
buf_12	0.09
inv_4	0.03
fa_1	0.52
inv_1	0.05
fa_1	0.49
inv_2	0.04
fa_1	0.50
fa_1	0.51
inv_2	0.05
ha_4	0.26
a21oi_2	0.05
xnor2_1	0.18
xnor2_1	0.13
buf_2	0.12
cell type report:
| type | instances | area, um2 | share of cell area, % |
|---|---|---|---|
| tap | 129 | 161 | 9.59 |
| timing repair buffer | 37 | 320 | 19.0 |
| multi-input combinational | 92 | 1070 | 63.6 |
| inverter | 34 | 130 | 7.73 |
cells by family (layout without fill, tap and decap cells):
| kind of cell | Yosys count | after routing | share of synthesized area (%) |
|---|---|---|---|
| adders and majority gates | 34 | 34 | 53.5 |
| and+or+nand+nor | 37 | 37 | 17.7 |
| xor gates and xnor gates | 17 | 17 | 14.2 |
| AOI/OAI and AO/OA | 4 | 4 | 2.39 |
| buffers and inverters | 34 | 71 | 12.2 |
synth_stat cells:
master and instances:
ha_1 16, nand2_1 21, inv_1 34, xor2_1 2
a21o_1 2, nand2b_1 1, fa_1 18, and2b_2 1
a21oi_1 2, xnor2_1 15, and2_1 11, and2_2 3
power by group through the flow:
stage | sequential (mW) | combinational (mW) | clock, mW
CTS | 0 | 0.494 | 0
global route | 0 | 0.575 | 0
finish | 0 | 0.496 | 0
repair_timing:
item / in CTS / in global routing
pin swaps: 18 / 15
hold endpoints to repair: 0 / 0
gates resized: 74 / 28
setup buffers: 2 / 0
hold buffers: 0 / 0
setup endpoints to repair: 5 / 5
gates cloned: 0 / 0
path summary, 6_finish.rpt:
path  startpoint    to  slack, ns  depth (start not counted)
max         a[6]  y[7]      -0.37                         14
min         b[4]  y[7]       2.48                          7
per-layer routing:
layer  vias to the layer above  global-route usage [%]  part of all wire, %
li1                        439                       -                    -
met5                         -                       0                    0
met4                         0                       0                    0
met2                        11                    6.99                   51
met3                         0                   0.389                  2.7
met1                       380                    5.45                   46
No activity file was given, so power comes from the tool's default toggle rates.
