## flow/constraint.sdc

```tcl
current_design fifo

set clk_period 3.0
set clk_io_pct 0.2

create_clock -name clk0 -period $clk_period [get_ports {clk}]

set non_clock_inputs [all_inputs -no_clocks]
set_input_delay [expr $clk_period * $clk_io_pct] -clock clk0 $non_clock_inputs
set_output_delay [expr $clk_period * $clk_io_pct] -clock clk0 [all_outputs]
```

## flow/config.mk

```make
export PLATFORM = sky130hd
export DESIGN_NAME = fifo
export DESIGN_NICKNAME = fifo
export VERILOG_FILES = /design/flow/design.v
export SDC_FILE = /design/flow/constraint.sdc
export NUM_CORES = 4
export LEC_CHECK = 1
export CORE_UTILIZATION = 40
```

## flow/design.v

```verilog
module fifo #(
    parameter DATA_WIDTH = 8,
    parameter FIFO_DEPTH = 8
)(
    input wire clk,
    input wire rst,
    input wire wr_en,
    input wire rd_en,
    input wire [DATA_WIDTH -1:0] wdata,
    output wire [DATA_WIDTH -1:0] rdata,
    output wire full,
    output wire empty
);
    localparam ADDR_WIDTH = $clog2(FIFO_DEPTH);
    reg [DATA_WIDTH -1:0] fifo_mem [FIFO_DEPTH-1:0];
    reg [ADDR_WIDTH-1:0] wr_point;
    reg [ADDR_WIDTH-1:0] rd_point;
    reg [ADDR_WIDTH:0] fifo_count;
    reg [DATA_WIDTH -1:0] fifo_rdata;
    always @(posedge clk ) begin 
        if(rst )begin 
            wr_point   <= 0;
            rd_point   <= 0;
            fifo_count <= 0;
            fifo_rdata <= 0;
        end else begin 
            case ({wr_en, rd_en})
                2'b10: fifo_count <= fifo_count + 1;
                2'b01: fifo_count <= fifo_count -1 ;
                default : fifo_count <= fifo_count;
            endcase
            if(wr_en && !full)begin 
                fifo_mem[wr_point] <= wdata;
                wr_point <= wr_point + 1;
            end
             if(rd_en && !empty)begin 
                fifo_rdata <= fifo_mem[rd_point] ;
                rd_point <= rd_point + 1;
             end 
        end
    end
    assign full = (fifo_count == FIFO_DEPTH);
    assign empty = (fifo_count == 0);
    assign rdata = empty && (rd_en && wr_en) ? wdata : fifo_rdata;
endmodule
```

## flow/run.sh

```bash
#!/bin/bash
# OpenROAD 26Q1-2900-gdf79404cd8, Yosys 0.63+post, stock flow scripts
make -C /OpenROAD-flow-scripts/flow DESIGN_CONFIG=/design/flow/config.mk WORK_HOME=/design/flow/orfs finish
```

==> impl_metrics.xml <==
<?xml version="1.0" encoding="UTF-8"?>
<metrics>
  <group name="clock_tree">
    <metric name="clkSlewWorstSetupHoldPaths" unit="ps">80</metric>
    <metric name="clkSinkCount" unit="">82</metric>
    <metric name="clk_latency" unit="ps">340</metric>
    <metric name="cts_hold_buf" unit="">0</metric>
    <metric name="clock_tree.buffer_depth" unit="">2</metric>
    <metric name="post_cts.resized_instances" unit="">0</metric>
    <metric name="cts_root_buffer" unit="">clkbuf_8</metric>
    <metric name="tritoncts" unit="">yes</metric>
    <metric name="postCtsSetupBuffers" unit="">0</metric>
    <metric name="htree_levels" unit="">3</metric>
    <metric name="tritoncts.num_buffers" unit="">9</metric>
  </group>
  <group name="sta">
    <metric name="skew" unit="ps">9.12</metric>
    <metric name="worst-slew-pin-transition" unit="ps">826</metric>
    <metric name="report.final.hold_viol_count" unit="">0</metric>
    <metric name="finalMaxSlewViolations" unit="">0</metric>
    <metric name="finalWorstSetupSlack" unit="ps">178</metric>
    <metric name="fin_crit_sh" unit="%">94.1</metric>
    <metric name="grt_setup_unrepaired" unit="">no</metric>
    <metric name="totalNegativeSetupSlack" unit="ps">0</metric>
    <metric name="post-route-min-period" unit="ps">2820</metric>
    <metric name="relSlewSlack" unit="%">44.9</metric>
    <metric name="maxClockFrequency" unit="MHz">354</metric>
    <metric name="final-setup-viol-count" unit="">0</metric>
  </group>
  <group name="min_path">
    <metric name="worst_hold_path_type" unit="">flop to flop</metric>
    <metric name="min_delay_path_depth" unit="">2</metric>
    <metric name="holdPathEnd" unit="">fifo_rdata[6]</metric>
    <metric name="hold_path.startpoint" unit="">fifo_rdata[6]</metric>
  </group>
  <group name="critical_path">
    <metric name="timing_worst_setup_path_type" unit="">input pin to output port</metric>
    <metric name="cp_cell_sequence" unit="">clkdlybuf4s50_1 &gt; ha_1 &gt; nand2_2 &gt; buf_4 &gt; mux2_2 &gt; clkdlybuf4s50_1</metric>
    <metric name="critPathArrivalTime" unit="ps">2220</metric>
    <metric name="flop_to_flop_setup_slack" unit="ps">1000</metric>
    <metric name="worst_r2r_endpoint" unit="">fifo_rdata[2]</metric>
    <metric name="crit-reg2reg-launch" unit="">rd_point[0]</metric>
    <metric name="cp-start-kind" unit="">input pin</metric>
    <metric name="critPathMaxStageDelay" unit="ps">440</metric>
    <metric name="timing.critical_path.mode_cell" unit="">clkdlybuf4s50_1</metric>
    <metric name="critical_path_required" unit="ps">2400</metric>
    <metric name="cpMaxStageDelayCell" unit="">clkdlybuf4s50_1</metric>
    <metric name="critical_path_capture_point_type" unit="">output port</metric>
    <metric name="timing.critical_path.fanout_max" unit="">5</metric>
    <metric name="path_depth_of_the_worst_reg2reg_path" unit="">4</metric>
  </group>
  <group name="run_status">
    <metric name="outcome" unit="">finished, final reports clean</metric>
  </group>
  <group name="synthesis">
    <metric name="post_synth_inst_count" unit="">203</metric>
    <metric name="yosys_instances" unit="">203</metric>
    <metric name="synth_area" unit="µm²">3440</metric>
    <metric name="synth_seq_share" unit="%">66.4</metric>
    <metric name="largest_area_cell" unit="">edfxtp_1</metric>
    <metric name="netlist-cell-type-count" unit="">36</metric>
    <metric name="yosys_warnings" unit="">1</metric>
    <metric name="top_cell_area_share" unit="%">55.9</metric>
    <metric name="area_leaders" unit="">edfxtp_1 (56%), dfxtp_1 (10%), mux4_1 (9.2%)</metric>
    <metric name="synth-area-yosys" unit="µm²">3440</metric>
    <metric name="syn_avg_cell_area" unit="µm²">16.9</metric>
    <metric name="ff_latch_count_synth" unit="">82</metric>
  </group>
  <group name="die">
    <metric name="rows" unit="">33</metric>
    <metric name="die_w" unit="µm">94.7</metric>
    <metric name="floorplan.die_area" unit="µm²">8970</metric>
    <metric name="core_area" unit="µm²">8260</metric>
    <metric name="fp_util" unit="%">41.6</metric>
    <metric name="floorplan.io_pins" unit="">22</metric>
    <metric name="die.size.y" unit="µm">94.7</metric>
  </group>
  <group name="detailed_routing">
    <metric name="routed_wirelength" unit="µm">6320</metric>
    <metric name="route.detailed.drc" unit="">0</metric>
    <metric name="dr.pass1.iters" unit="">4</metric>
    <metric name="vias" unit="">1891</metric>
    <metric name="initial_drt_markers" unit="">74</metric>
    <metric name="route.detailed.wl_per_inst" unit="µm">17.9</metric>
    <metric name="num_antenna_cells" unit="">0</metric>
    <metric name="route.antenna.remaining_nets" unit="">0</metric>
    <metric name="vias_per_cell" unit="">5.34</metric>
  </group>
  <group name="placed_design">
    <metric name="gpl.final_weighted_congestion" unit="">0.763</metric>
    <metric name="hpwlAfterDp" unit="µm">4060</metric>
    <metric name="port_buffers" unit="">21</metric>
    <metric name="dpl_worst_slack" unit="ps">166</metric>
    <metric name="post-place-cells" unit="">339</metric>
  </group>
  <group name="grt">
    <metric name="grt_pass1_vias" unit="">1907</metric>
    <metric name="grt.total_usage" unit="%">17.3</metric>
    <metric name="grt_antenna_before_repair" unit="">0</metric>
    <metric name="pin_count_of_the_biggest_net_entering_global_routing" unit="">20</metric>
    <metric name="globalRoute.totalOverflow" unit="">0</metric>
    <metric name="first_pass_grt_wire_length" unit="µm">10300</metric>
  </group>
  <group name="final_layout">
    <metric name="mostFrequentLayoutCell" unit="">edfxtp_1</metric>
    <metric name="finalNonFillerCells" unit="">354</metric>
    <metric name="layout-area-overhead-vs-synth" unit="%">18.6</metric>
    <metric name="finish.utilization" unit="%">49.3</metric>
    <metric name="layout.cells.most_common_list" unit="">edfxtp_1 (64), nor2_1 (21), clkdlybuf4s50_1 (21)</metric>
    <metric name="drive_gt1_share" unit="%">24.1</metric>
  </group>
  <group name="power">
    <metric name="powerDensity" unit="nW/µm²">628</metric>
    <metric name="ir_worst_vdd" unit="V">0.000332</metric>
    <metric name="power.leakage" unit="µW">0.00141</metric>
  </group>
  <group name="run">
    <metric name="openroad.warnings" unit="">27</metric>
    <metric name="maxCapViolations" unit="">0</metric>
  </group>
</metrics>
worst max path at each step:
stage | start | to | slack, ps | depth (start not counted)
4_1_cts | wr_en | rdata[5] | 150 | 6
5_1_grt | rd_en | rdata[5] | 70 | 6
6_report | rd_en | rdata[5] | 180 | 6
layout make-up:
class | instances | area [µm²]
multi-input cells | 110 | 1090
flip-flops and latches | 82 | 2280
fillers | 716 | 4180
repair buffers | 40 | 353
well taps | 105 | 131
clock inverters | 6 | 82.6
clock buffers | 9 | 124
inverters | 2 | 7.51
state kept, by name, indices dropped and copies added, names as in the netlist:
| signal | flops |
|---|---|
| fifo_mem | 64 |
| fifo_rdata | 8 |
| fifo_count | 4 |
| rd_point | 3 |
| wr_point | 3 |
cell families after synthesis:
group	count (synthesis)	share of synthesized area, %
adders and majority gates	6	2.18
DFF	82	66.4
AOI/OAI and AO/OA	16	2.95
muxes	27	15.3
buffers and inverters	11	2.11
and+or+nand+nor	54	9.25
xor gates and xnor gates	7	1.78
cells in the mapped netlist:
cell type / number
a21oi_1: 4
a31oi_1: 1
buf_2: 3
buf_4: 1
buf_6: 3
clkbuf_1: 1
clkbuf_2: 1
dfxtp_1: 18
edfxtp_1: 64
ha_1: 6
inv_1: 2
mux2_2: 9
mux2i_1: 2
mux4_1: 12
mux4_2: 4
nand2_1: 5
nand2_2: 1
nand2_4: 1
nand2b_1: 1
nand3_1: 3
nand3b_1: 1
nor2_1: 21
nor2b_1: 4
nor3_1: 3
nor3_2: 8
nor4_1: 1
nor4_2: 1
nor4b_1: 1
o21ai_0: 1
o22ai_1: 8
o32ai_1: 1
o41a_1: 1
or3_1: 2
or4b_4: 1
xnor2_1: 1
xor2_1: 6
worst max-delay path: cells and delay by family:
kind,cells,cell delay [ps]
buf+inv,3,1000
fa+ha+maj,1,210
mux,1,340
simple gates,1,60
power by group:
| part | switching (µW) | internal (µW) |
|---|---|---|
| registers | 63.5 | 1280 |
| clock network | 366 | 460 |
| logic | 164 | 231 |
layer usage:
layer / vias up / share of wire [%] / global-route usage (%)
met2: 82 / 46 / 24.7
met1: 916 / 43 / 26.2
met5: - / 0 / 0
li1: 887 / - / -
met3: 6 / 10 / 9.80
met4: 0 / 0.93 / 1.64
stage by stage:
stage | total power, µW | hold WS (ps) | cell area, µm²
2_1_floorplan | 1610 | 465 | 3440
6_report | 2560 | 504 | 4080
3_3_place_gp | 1760 | 473 | 3870
5_1_grt | 2680 | 533 | 4080
4_1_cts | 2580 | 511 | 4080
3_5_place_dp | 1760 | 494 | 3870
Power is estimated from default activity; no workload was simulated.
